==> flow/design.v <==
module top (
input               clk     ,  
input               sw_0    ,  
input               sw_1    ,  
input   wire        uart_rxd,  
output  wire        uart_txd,  
output  wire [7:0]  led
);
parameter CLK_HZ = 50000000;
parameter BIT_RATE =   115200;
parameter PAYLOAD_BITS = 8;
wire [PAYLOAD_BITS-1:0]  uart_rx_data;
wire        uart_rx_valid;
wire        uart_rx_break;
wire        uart_tx_done;
wire [PAYLOAD_BITS-1:0]  uart_tx_data;
wire        uart_tx_en;
reg  [PAYLOAD_BITS-1:0]  led_reg;
assign      led = led_reg;
assign uart_tx_data = uart_rx_data;
assign uart_tx_en   = uart_rx_valid;
always @(posedge clk) begin
    if(!sw_0) begin
        led_reg <= 8'hF0;
    end else if(uart_rx_valid) begin
        led_reg <= uart_rx_data[7:0];
    end
end
uart_rx #(
.BIT_RATE(BIT_RATE),
.PAYLOAD_BITS(PAYLOAD_BITS),
.CLK_HZ  (CLK_HZ  )
) i_uart_rx(
.clk          (clk          ),  
.resetn       (sw_0         ),  
.uart_rxd     (uart_rxd     ),  
.uart_rx_en   (1'b1         ),  
.uart_rx_break(uart_rx_break),  
.uart_rx_valid(uart_rx_valid),  
.uart_rx_data (uart_rx_data )   
);
uart_tx #(
.BIT_RATE(BIT_RATE),
.PAYLOAD_BITS(PAYLOAD_BITS),
.CLK_HZ  (CLK_HZ  )
) i_uart_tx(
.clk          (clk          ),
.resetn       (sw_0         ),
.uart_txd     (uart_txd     ),
.uart_tx_en   (uart_tx_en   ),
.uart_tx_done (uart_tx_done ),
.uart_tx_data (uart_tx_data ) 
);
endmodule
module uart_rx(
input  wire       clk          ,  
input  wire       resetn       ,  
input  wire       uart_rxd     ,  
input  wire       uart_rx_en   ,  
output wire       uart_rx_break,  
output wire       uart_rx_valid,  
output reg  [PAYLOAD_BITS-1:0] uart_rx_data    
);
parameter   BIT_RATE        = 9600;  
localparam  BIT_P           = 1_000_000_000 * 1/BIT_RATE;  
parameter   CLK_HZ          =    50_000_000;
localparam  CLK_P           = 1_000_000_000 * 1/CLK_HZ;  
parameter   PAYLOAD_BITS    = 8;
parameter   STOP_BITS       = 1;
localparam       CYCLES_PER_BIT     = BIT_P / CLK_P;
localparam       COUNT_REG_LEN      = 1+$clog2(CYCLES_PER_BIT);
reg rxd_reg;
reg rxd_reg_0;
reg [PAYLOAD_BITS-1:0] recieved_data;
reg [COUNT_REG_LEN-1:0] cycle_counter;
reg [3:0] bit_counter;
reg bit_sample;
reg [2:0] fsm_state;
reg [2:0] n_fsm_state;
localparam FSM_IDLE = 0;
localparam FSM_START= 1;
localparam FSM_RECV = 2;
localparam FSM_STOP = 3;
assign uart_rx_break = uart_rx_valid && ~|recieved_data;
assign uart_rx_valid = fsm_state == FSM_STOP && n_fsm_state == FSM_IDLE;
always @(posedge clk) begin
    if(!resetn) begin
        uart_rx_data  <= {PAYLOAD_BITS{1'b0}};
    end else if (fsm_state == FSM_STOP) begin
        uart_rx_data  <= recieved_data;
    end
end
wire next_bit     = cycle_counter == CYCLES_PER_BIT ||
                        fsm_state       == FSM_STOP && 
                        cycle_counter   == CYCLES_PER_BIT/2;
wire payload_done = bit_counter   == PAYLOAD_BITS  ;
always @(*) begin : p_n_fsm_state
    case(fsm_state)
        FSM_IDLE : n_fsm_state = rxd_reg      ? FSM_IDLE : FSM_START;
        FSM_START: n_fsm_state = next_bit     ? FSM_RECV : FSM_START;
        FSM_RECV : n_fsm_state = payload_done ? FSM_STOP : FSM_RECV ;
        FSM_STOP : n_fsm_state = next_bit     ? FSM_IDLE : FSM_STOP ;
        default  : n_fsm_state = FSM_IDLE;
    endcase
end
integer i = 0;
always @(posedge clk) begin : p_recieved_data
    if(!resetn) begin
        recieved_data <= {PAYLOAD_BITS{1'b0}};
    end else if(fsm_state == FSM_IDLE             ) begin
        recieved_data <= {PAYLOAD_BITS{1'b0}};
    end else if(fsm_state == FSM_RECV && next_bit ) begin
        recieved_data <= {bit_sample,recieved_data[PAYLOAD_BITS-1:1]};
    end
end
always @(posedge clk) begin : p_bit_counter
    if(!resetn) begin
        bit_counter <= 4'b0;
    end else if(fsm_state != FSM_RECV) begin
        bit_counter <= {COUNT_REG_LEN{1'b0}};
    end else if(fsm_state == FSM_RECV && next_bit) begin
        bit_counter <= bit_counter + 1'b1;
    end
end
always @(posedge clk) begin : p_bit_sample
    if(!resetn) begin
        bit_sample <= 1'b0;
    end else if (cycle_counter == CYCLES_PER_BIT/2) begin
        bit_sample <= rxd_reg;
    end
end
always @(posedge clk) begin : p_cycle_counter
    if(!resetn) begin
        cycle_counter <= {COUNT_REG_LEN{1'b0}};
    end else if(next_bit) begin
        cycle_counter <= {COUNT_REG_LEN{1'b0}};
    end else if(fsm_state == FSM_START || 
                fsm_state == FSM_RECV  || 
                fsm_state == FSM_STOP   ) begin
        cycle_counter <= cycle_counter + 1'b1;
    end
end
always @(posedge clk) begin : p_fsm_state
    if(!resetn) begin
        fsm_state <= FSM_IDLE;
    end else begin
        fsm_state <= n_fsm_state;
    end
end
always @(posedge clk) begin : p_rxd_reg
    if(!resetn) begin
        rxd_reg     <= 1'b1;
        rxd_reg_0   <= 1'b1;
    end else if(uart_rx_en) begin
        rxd_reg     <= rxd_reg_0;
        rxd_reg_0   <= uart_rxd;
    end
    else begin
        rxd_reg     <= 1'b1;
        rxd_reg_0   <= 1'b1;       
    end
end
endmodule
module uart_tx(
input  wire         clk         ,  
input  wire         resetn      ,  
output wire         uart_txd    ,  
output wire         uart_tx_done,  
input  wire         uart_tx_en  ,  
input  wire [PAYLOAD_BITS-1:0]   uart_tx_data   
);
parameter   BIT_RATE        = 9600;  
localparam  BIT_P           = 1_000_000_000 * 1/BIT_RATE;  
parameter   CLK_HZ          =    50_000_000;
localparam  CLK_P           = 1_000_000_000 * 1/CLK_HZ;  
parameter   PAYLOAD_BITS    = 8;
parameter   STOP_BITS       = 1;
localparam       CYCLES_PER_BIT     = BIT_P / CLK_P;
localparam       COUNT_REG_LEN      = 1+$clog2(CYCLES_PER_BIT);
reg txd_reg;
reg [PAYLOAD_BITS-1:0] data_to_send;
reg [COUNT_REG_LEN-1:0] cycle_counter;
reg [3:0] bit_counter;
reg [2:0] fsm_state;
reg [2:0] n_fsm_state;
localparam FSM_IDLE = 0;
localparam FSM_START= 1;
localparam FSM_SEND = 2;
localparam FSM_STOP = 3;
assign uart_tx_done = (n_fsm_state == FSM_IDLE) & stop_done;
assign uart_txd     = txd_reg;
wire next_bit     = cycle_counter == CYCLES_PER_BIT;
wire payload_done = bit_counter   == PAYLOAD_BITS  ;
wire stop_done    = bit_counter   == STOP_BITS && fsm_state == FSM_STOP;
always @(*) begin : p_n_fsm_state
    case(fsm_state)
        FSM_IDLE : n_fsm_state = uart_tx_en   ? FSM_START: FSM_IDLE ;
        FSM_START: n_fsm_state = next_bit     ? FSM_SEND : FSM_START;
        FSM_SEND : n_fsm_state = payload_done ? FSM_STOP : FSM_SEND ;
        FSM_STOP : n_fsm_state = stop_done    ? FSM_IDLE : FSM_STOP ;
        default  : n_fsm_state = FSM_IDLE;
    endcase
end
integer i = 0;
always @(posedge clk) begin : p_data_to_send
    if(!resetn) begin
        data_to_send <= {PAYLOAD_BITS{1'b0}};
    end else if(fsm_state == FSM_IDLE && uart_tx_en) begin
        data_to_send <= uart_tx_data;
    end else if(fsm_state       == FSM_SEND       && next_bit ) begin
        for ( i = PAYLOAD_BITS-2; i >= 0; i = i - 1) begin
            data_to_send[i] <= data_to_send[i+1];
        end
    end
end
always @(posedge clk) begin : p_bit_counter
    if(!resetn) begin
        bit_counter <= 4'b0;
    end else if(fsm_state != FSM_SEND && fsm_state != FSM_STOP) begin
        bit_counter <= {COUNT_REG_LEN{1'b0}};
    end else if(fsm_state == FSM_SEND && n_fsm_state == FSM_STOP) begin
        bit_counter <= {COUNT_REG_LEN{1'b0}};
    end else if(fsm_state == FSM_STOP&& next_bit) begin
        bit_counter <= bit_counter + 1'b1;
    end else if(fsm_state == FSM_SEND && next_bit) begin
        bit_counter <= bit_counter + 1'b1;
    end
end
always @(posedge clk) begin : p_cycle_counter
    if(!resetn) begin
        cycle_counter <= {COUNT_REG_LEN{1'b0}};
    end else if(next_bit) begin
        cycle_counter <= {COUNT_REG_LEN{1'b0}};
    end else if(fsm_state == FSM_START || 
                fsm_state == FSM_SEND  || 
                fsm_state == FSM_STOP   ) begin
        cycle_counter <= cycle_counter + 1'b1;
    end
end
always @(posedge clk) begin : p_fsm_state
    if(!resetn) begin
        fsm_state <= FSM_IDLE;
    end else begin
        fsm_state <= n_fsm_state;
    end
end
always @(posedge clk) begin : p_txd_reg
    if(!resetn) begin
        txd_reg <= 1'b1;
    end else if(fsm_state == FSM_IDLE) begin
        txd_reg <= 1'b1;
    end else if(fsm_state == FSM_START) begin
        txd_reg <= 1'b0;
    end else if(fsm_state == FSM_SEND) begin
        txd_reg <= data_to_send[0];
    end else if(fsm_state == FSM_STOP) begin
        txd_reg <= 1'b1;
    end
end
endmodule
==> flow/run.sh <==
#!/bin/bash
# OpenROAD 26Q1-2900-gdf79404cd8, Yosys 0.63+post, stock flow scripts
make -C /OpenROAD-flow-scripts/flow DESIGN_CONFIG=/design/flow/config.mk WORK_HOME=/design/flow/orfs finish
==> flow/config.mk <==
export PLATFORM = sky130hd
export DESIGN_NAME = top
export DESIGN_NICKNAME = top
export VERILOG_FILES = /design/flow/design.v
export SDC_FILE = /design/flow/constraint.sdc
export NUM_CORES = 4
export LEC_CHECK = 1
export CORE_UTILIZATION = 50
==> flow/constraint.sdc <==
current_design top

set clk_period 5.2
set clk_io_pct 0.2

create_clock -name clk0 -period $clk_period [get_ports {clk}]

set non_clock_inputs [all_inputs -no_clocks]
set_input_delay [expr $clk_period * $clk_io_pct] -clock clk0 $non_clock_inputs
set_output_delay [expr $clk_period * $clk_io_pct] -clock clk0 [all_outputs]
==> metrics.yaml <==
critical_path:
  crit_buf_inv: 3
  cp-start-kind: "input port"
  slowest_delay_ps: 940
  slowest_stage: "clkdlybuf4s50_1"
  critPathLaunch: "sw_0"
  r2r-start: "i_uart_rx.cycle_counter[0]"
  critPathArrivalTime_ps: 3140
  critPathTopFamily: "buffers and inverters"
  critPathKind: "in2reg"
  crit_path_end_kind: "register"
  worst-path-max-fanout: 17
  cp_data_required_time_ps: 5470
  crit_chain: "clkdlybuf4s50_1 > clkinv_1 > buf_4 > nor3_1 > nand3_1 > mux2i_1"
final_timing:
  maxSlewHeadroom_pct: 50.2
  worst_pin_slew_ps: 746
  clock_skew_ps: 6.81
  timing.fmax_ghz: 0.348
  rsz0062_at_grt: "false"
  finalClockPeriodUsage_pct: 55.2
  slew_viol_final: 0
  setup_violations: 0
  setup_tns_ps: 0
  final.min_clock_period_ps: 2870
  final_hold_viol_count: 0
  whs_ps: 422
power_and_ir_drop:
  power_density_mw_per_mm2: 307
  p_leak_nw: 1.32
  ir_drop_v: 0.000316
clock_network:
  tritoncts: "yes"
  cts.clk_slew.worst_paths_ps: 80
  clock_latency_ps: 340
  cts_hold_buf: 0
  cts_resized: 0
  cts_root_buffer: "clkbuf_8"
  post-cts-setup-buffers: 0
  htree_num_levels: 3
  cts_buffer_depth: 2
  numCtsBuffers: 9
  cts.sinks: 72
final_layout:
  fin_cells: 434
  area_growth_pct: 12.1
  top_regs: "i_uart_rx.cycle_counter: 10 flops, i_uart_tx.cycle_counter: 10 flops"
  nFillCells: 554
  drive_above_1_share_pct: 8.08
yosys:
  syn-mean-instance-area_um2: 9.38
  ys_types: 42
  flop_cell: "dfxtp_1"
  numSynthFlops: 72
  edf_count: 0
  ys_seq_share_pct: 44.7
  yosys_warnings: 3
  syn_area_mm2: 0.00323
  synth_async_sr_flop_share_pct: 0
  synth_cells: 344
  ys_cells: 344
  ys_area_mm2: 0.00323
place:
  io_buffer_count: 11
  place.gp.congestion: 0.788
  hpwl_um: 3900
  placed_cells_incl_taps: 418
die:
  die_area_mm2: 0.00678
  fp_util_pct: 53.2
  die_x_um: 82.3
  dieHeight_um: 82.3
  core_mm2: 0.00606
  rows: 28
  io_pins: 13
global_route:
  antenna_found_initial: 0
  grt_pass1_wl_um: 10100
  first_global_vias: 2138
  gr-total-overflow: 0
  grt_usage_pct: 20.1
  grt_max_degree: 20
routing:
  wl_per_cell_um: 13.4
  antennaDiodeCount: 0
  drtPass1Iterations: 4
  totalWireLength_um: 5800
  num_vias: 2322
  drc: 0
  drtIter0Drc: 128
  routed_via_density: 5.35
  antenna_left: 0
hold_path:
  worstHoldStart: "i_uart_rx.rxd_reg_0"
  hold_path_class: "reg2reg"
run_status:
  outcome: "finished, final reports clean"
job:
  tool_warnings: 32
  maxCapViolCount: 0
==> worst reg2reg max path: stages (launching register included) <==
cell and delay, ps:
dfxtp_1 420, ha_1 160, nor4bb_1 460, nand3_1 470, a21oi_4 550, mux2i_1 240
==> report_power, final <==
part / internal, mW / total [mW] / switching (mW)
combinational: 0.00709 / 0.0213 / 0.0142
clock: 0.319 / 0.533 / 0.213
sequential: 0.553 / 0.556 / 0.00292
total: 0.880 / 1.11 / 0.231
==> cells in the mapped netlist (4+ instances only) <==
cell	count	area share (%)
nand2_1	40	4.7
nand2b_1	5	0.97
clkbuf_1	11	1.3
xor2_1	12	3.3
xnor2_1	7	1.9
nand4_1	12	2.3
inv_1	10	1.2
mux2i_1	39	12
a211oi_2	7	2.7
ha_1	10	3.9
a211oi_1	9	2.1
nor2_1	46	5.4
a21oi_1	9	1.4
dfxtp_1	72	45
and3_1	4	0.78
nand3_1	13	2.0
==> metrics by stage <==
stage          setup WS [ps]  power [mW]  utilization, %  instance area, um^2
2_1_floorplan           2810       0.583               -                 3230
3_3_place_gp            1960       0.591            55.7                 3370
3_5_place_dp            1960       0.591            55.7                 3370
4_1_cts                 2310        1.13            59.7                 3620
5_1_grt                 2070        1.15            59.7                 3620
6_report                2330        1.11            59.7                 3620
==> cells by family (layout without fill, tap and decap cells) <==
logic type	count (synthesis)	after routing	synth area share, %
adder cells (fa/ha/maj)	10	10	3.88
buffers and inverters	27	42	3.99
XOR/XNOR	19	19	5.16
AND/OR/NAND/NOR	137	137	20.1
flip-flops	72	72	44.7
multiplexers	39	39	12.1
AND-OR/OR-AND	40	40	10.1
==> layout by cell type (no fill, tap or decap), drive strengths merged, types with 11 or more instances in the layout <==
cell	Yosys	routed
clkdlybuf4s50	0	11
dfxtp	72	72
nor2	46	46
a211oi	16	16
nand2	40	40
nand4	12	12
mux2i	39	39
nand3	13	13
xor2	12	12
==> metal layers <==
metal	global-route usage (%)	share of wire [%]	up-vias
li1	-	-	1230
met1	30.2	52	1066
met2	31.8	44	18
met3	4.68	2.9	8
met4	1.75	1.1	0
met5	0	0	-
==> worst paths after layout <==
check | endpoint | slack [ps] | depth (start not counted)
min reg2reg | i_uart_rx.rxd_reg | 420 | 1
max reg2reg | led_reg[1] | 2830 | 5
max | i_uart_tx.bit_counter[2] | 2330 | 6
min | i_uart_rx.rxd_reg | 420 | 1
==> final cells by class <==
cell class	instances	area (um^2)	share of cell area, %
clock buffer	9	124	3.42
clock inverter	7	120	3.32
inverter	11	41.3	1.14
multi-input combinational	245	1660	45.8
sequential	72	1440	39.8
tap	75	93.8	2.59
timing repair buffer	15	140	3.87
Power and IR drop assume default switching activity.
